$ cat flow/run.sh
#!/bin/bash
# OpenROAD 26Q1-2900-gdf79404cd8, Yosys 0.63+post, stock flow scripts
make -C /OpenROAD-flow-scripts/flow DESIGN_CONFIG=/design/flow/config.mk WORK_HOME=/design/flow/orfs finish
$ cat flow/config.mk
export PLATFORM = sky130hd
export DESIGN_NAME = hex_decoder
export DESIGN_NICKNAME = hex_decoder
export VERILOG_FILES = /design/flow/design.v
export SDC_FILE = /design/flow/constraint.sdc
export NUM_CORES = 4
export LEC_CHECK = 1
export CORE_AREA = 10 10 70 70
export DIE_AREA = 0 0 80 80
$ cat flow/constraint.sdc
current_design hex_decoder

set clk_period 3.2
set clk_io_pct 0.2

create_clock -name clk0 -period $clk_period

set non_clock_inputs [all_inputs -no_clocks]
set_input_delay [expr $clk_period * $clk_io_pct] -clock clk0 $non_clock_inputs
set_output_delay [expr $clk_period * $clk_io_pct] -clock clk0 [all_outputs]
$ cat flow/design.v
module hex_decoder (hex_code, value);
input [6:0] hex_code;
output [4:0] value;
always_comb begin
    case (hex_code)
        7'b1000000: value = 4'b0000;
        7'b1111001: value = 4'b0001;
        7'b0100100: value = 4'b0010;
        7'b0110000: value = 4'b0011;
        7'b0011001: value = 4'b0100;
        7'b0010010: value = 4'b0101;
        7'b0000010: value = 4'b0110;
        7'b1111000: value = 4'b0111;
        7'b0000000: value = 4'b1000;
        7'b0011000: value = 4'b1001;
        7'b1000000: value = 4'b1010;
        7'b1111001: value = 4'b1011;
        7'b0100100: value = 4'b1100;
        7'b0110000: value = 4'b1101;
        7'b0011001: value = 4'b1110;
        7'b0010010: value = 4'b1111;
        default: value = 4'b1111;
    endcase
end
endmodule  
==> flow_metrics.tcl <==
# flow metrics
set metrics [dict create \
    status "complete, no violations" \
    die_y_um 80 \
    initCoreUtil 0.08535 \
    whs_ps 1842 \
    topCellsByArea "buf_4 7.7%, nor3b_1 7.7%, nand3_1 6.9%" \
    grt_use_total 0.02586 \
    io_pins 12 \
    cp_cell_sequence "clkdlybuf4s50_1, and4bb_1, or4b_1, o211ai_2, o32ai_1, clkdlybuf4s50_1" \
    final_layout_size_suffix_gt1_frac 0.1754 \
    synth_cell_types 29 \
    netlist_area_um2 291.5 \
    yosysTopAreaCell "buf_4" \
    critPathKind "input port to primary output" \
    netlist.area_leader.share 0.07725 \
    antenna_found_initial 0 \
    p_leak_nw 0.1923 \
    flops 0 \
    routedWlPerCell_um 8.767 \
    drc 0 \
    clkbuf_count 0 \
    cp-start-kind "input port" \
    tool_warnings 32 \
    powerDensity_mw_per_mm2 87.58 \
    hold_viol 0 \
    dp.cells 103 \
    grt_max_degree 10 \
    syn_inst 44 \
    io_buffers 11 \
    critical_path_required_ps 2560 \
    synth_warnings 18 \
    finalSetupViolCount 0 \
    firstDrtPassIters 2 \
    fmax_ghz 0.3239 \
    end_kind "primary output" \
    hp-class "input port to primary output" \
    vias 353 \
    rsz0062_at_grt "no" \
    cts_setup_buffers 0 \
    rows 21 \
    grt_pass1_wl_um 1462 \
    holdBufCountCts 0 \
    flop_area_um2 0 \
    cpMostUsedCell "clkdlybuf4s50_1" \
    slew_violations 0 \
    layout.cells.non_filler 103 \
    drv_cap 0 \
    routabilityCongestion 0.8489 \
    ys_cells 44 \
    synthTopCellsByCount "4 x nand3_1, 3 x buf_4, 3 x nor2_1, 3 x nor3_1, 3 x nor3b_1" \
    drtIter0Drc 35 \
    finalCriticalPeriod_ps 3088 \
    dp_hpwl_um 744.8 \
    ys_seq_frac 0 \
    vias_per_cell 3.427 \
    n_antenna_cell 0 \
    crit_arrival_ps 2450 \
    p_total_uw 43.17 \
    die_w_um 80 \
    syn_avg_cell_area_um2 6.626 \
    path_max_fanout 3 \
    fin_ws_ps 112.4 \
    area_growth_pct 69.10 \
    die_area_mm2 0.006400 \
    grt_pass1_vias 309 \
    path_buffers 2 \
    nFillCells 388 \
    min_period_over_period 0.9649 \
    worst_path_largest_cell_delay_ps 450 \
    dp_slack_ps -8.463 \
    yosys_area_um2 291.5 \
    drt_wl_total_um 903 \
    ir_drop_mv 0.01351 \
    coreArea_mm2 0.003416 \
    postRouteAntennaNets 0 \
    path_delay_family "buffers and inverters" \
    most_common_cell "nand3_1" \
    overflow 0 \
    cp_slowest_cell "or4b_1" \
]
layout make-up:
type / count / area [um^2] / share of cell area
Inverter: 2 / 7.507 / 0.01523
Multi-Input combinational cell: 37 / 259.0 / 0.5254
Timing Repair Buffer: 18 / 168.9 / 0.3426
Tap cell: 46 / 57.56 / 0.1168
per-layer routing:
layer,vias up,GRT usage,routed length (um)
met5,-,0,0
met4,0,0.003521,0
met3,0,0.01136,114
met1,156,0.03691,429
li1,189,-,-
met2,8,0.03531,359
cell families after synthesis:
logic type / synth area share
AND-OR/OR-AND: 0.2189
XOR/XNOR: 0.09015
buffers and inverters: 0.1330
other: 0.01286
AND/OR/NAND/NOR: 0.5451
per-stage QoR:
step	area (um^2)	TNS, ps	utilization
5_1_grt	493.0	0	0.1443
3_3_place_gp	480.5	-4.646	0.1407
2_1_floorplan	291.5	0	-
6_report	493.0	0	0.1443
4_1_cts	479.2	0	0.1403
3_5_place_dp	480.5	-8.463	0.1407
what timing repair did:
item                                   CTS  global route
pin swaps                                0             3
gates resized                            1             4
setup endpoints to repair                1             3
endpoints found under the hold margin    0             0
cloned                                   0             0
layout by cell type (no fill, tap or decap), types with 2 or more instances in the layout:
| master | count |
|---|---|
| inv_1 | 2 |
| nor3b_1 | 3 |
| xor2_1 | 2 |
| nor2_1 | 3 |
| and2_1 | 2 |
| clkdlybuf4s50_1 | 7 |
| nand3_1 | 4 |
| nand2_1 | 2 |
| nor3_1 | 3 |
| buf_4 | 7 |
| dlymetal6s2s_1 | 3 |
report_power, final:
part | internal [mW] | switching (mW)
clock | 0 | 0
combinational | 0.0243 | 0.0189
sequential | 0 | 0
total | 0.0243 | 0.0189
final timing paths:
| kind | startpoint | endpoint | slack (ps) | cells past startpoint |
|---|---|---|---|---|
| max | hex_code[2] | value[0] | 110 | 6 |
| min | hex_code[6] | value[2] | 1840 | 4 |
