===== ./run.sh =====
#!/bin/bash
# OpenROAD 26Q1-2900-gdf79404cd8, Yosys 0.63+post, stock flow scripts
make -C /OpenROAD-flow-scripts/flow DESIGN_CONFIG=/design/flow/config.mk WORK_HOME=/design/flow/orfs finish

===== ./constraint.sdc =====
current_design ultra_top

set clk_period 5.2
set clk_io_pct 0.2

create_clock -name clk0 -period $clk_period [get_ports {CLOCK_50}]

set non_clock_inputs [all_inputs -no_clocks]
set_input_delay [expr $clk_period * $clk_io_pct] -clock clk0 $non_clock_inputs
set_output_delay [expr $clk_period * $clk_io_pct] -clock clk0 [all_outputs]

===== ./config.mk =====
export PLATFORM = sky130hd
export DESIGN_NAME = ultra_top
export DESIGN_NICKNAME = ultra_top
export VERILOG_FILES = /design/flow/design.v
export SDC_FILE = /design/flow/constraint.sdc
export NUM_CORES = 4
export LEC_CHECK = 1
export CORE_UTILIZATION = 30

===== ./design.v =====
`default_nettype none
module ultra_sonic(
    clk,  
    reset_l,
    read_data,
    read_data_valid,
    echo,
    trigger
  );
  parameter STATE_BITS = 7;
  parameter COUNT_WIDTH = 32;
  parameter TRIGGER_WIDTH = 9;
  parameter STALL_WIDTH = 21;
  input logic clk, reset_l;
  output logic read_data_valid;
  output logic [31:0] read_data;
  input logic echo;
  output logic trigger;
  logic [3:0] state_bits;
  logic [STATE_BITS-1:0] state;
  parameter idle              = 6'b0000_00;
  parameter init_trigger      = 6'b0001_01;
  parameter wait_for_echo     = 6'b0011_00;
  parameter on_echo           = 6'b0100_00;
  parameter head_to_echo      = 6'b0101_00;
  parameter data_ready        = 6'b0110_10;
  parameter stall             = 6'b0111_00;
  logic [COUNT_WIDTH-1:0] count_out;
  logic [TRIGGER_WIDTH-1:0] delay_trigger_count;
  logic [STALL_WIDTH-1:0] stall_count;
  assign trigger = state[0];
  assign read_data_valid = state[1];
  assign state_bits = state[5:2];
  always_ff @(posedge clk or negedge reset_l)
  begin
    if(~reset_l) state <= idle;
    else
      case(state)
        idle: state <= init_trigger;
        init_trigger:  begin
                      if (delay_trigger_count == 1'b0) state <= wait_for_echo;
                      else state <= init_trigger;
                     end
        wait_for_echo:  begin
                          if (echo == 1'b1) state <= on_echo;
                          else state <= wait_for_echo;
                        end
        head_to_echo: state <= on_echo;
        on_echo:  begin
                      if (echo == 1'b0) state <= data_ready;
                      else if (count_out == {COUNT_WIDTH{1'b0}})
                        state <= stall;
                      else state <= on_echo;
                  end
        data_ready: state <= stall;
        stall:  begin
                      if (stall_count == 1'b0) state <= init_trigger;
                      else state <= stall;
                  end
        default: state <= idle;
        endcase
  end
  always_ff @(posedge clk or negedge reset_l)
  begin
    if (~reset_l)
      delay_trigger_count <= {{(TRIGGER_WIDTH-1){1'b0}}, 1'b1};
    else if (state == stall)  
      delay_trigger_count <= {{(TRIGGER_WIDTH-1){1'b0}}, 1'b1};
    else if (state == init_trigger)  
      delay_trigger_count <= delay_trigger_count + 1'b1;
    else
      delay_trigger_count <= delay_trigger_count;
  end
  always_ff @(posedge clk or negedge reset_l)
  begin
    if (~reset_l) count_out <= {COUNT_WIDTH{1'b0}};
    else if (state == init_trigger) count_out <= {{(COUNT_WIDTH-1){1'b0}}, 1'b1};
    else if (echo) count_out <= count_out + {{(COUNT_WIDTH-1){1'b0}}, 1'b1};
    else count_out <= count_out;
  end
  always_ff @(posedge clk or negedge reset_l)
  begin
    if (~reset_l) stall_count <= {STALL_WIDTH{1'b0}};
    else if (state == init_trigger) stall_count <= {{(STALL_WIDTH-1){1'b0}}, 1'b1};
    else if (state == stall)
      stall_count <= stall_count + {{(STALL_WIDTH-1){1'b0}}, 1'b1};
    else stall_count <= stall_count;
  end
  always_ff @(posedge clk or negedge reset_l)
  begin
    if(~reset_l) read_data <= 32'b0;
    else if(read_data_valid) read_data <= count_out;
    else read_data <= read_data;
  end
endmodule
`default_nettype none
module ultra_top(
		GPIO_0, KEY, CLOCK_50, LEDR, HEX0
	);
	input logic CLOCK_50;
	input logic [3:0] KEY;
	inout logic [35:0] GPIO_0;
	output logic [9:0] LEDR;
	output logic [8:0] HEX0;
	logic trigger, echo;
	logic [31:0] read_data;
	ultra_sonic ultra(
			.clk(CLOCK_50),
			.reset_l(KEY[0]),
			.read_data(read_data),
			.read_data_valid(HEX0[0]),
			.echo(echo),
			.trigger(trigger)
		);
	assign echo = GPIO_0[34];
	assign GPIO_0[35] = trigger;
	assign LEDR = read_data >> 10;
endmodule

==> Changelog: implementation <==
### Physical design

* Die Wd at 121 um
* Height of the chip at 121 um
* CTS max path bufs at 2
* Syn Inst Count at 442
* Post-CTS Resized at 0
* Detailed Place HPWL at 5.65 mm
* Placed cell area at 4450 um2
* EDFF count, synth at 0
* Post-synth seq share at 45.7%
* Port Buffers at 12
* Root buffer cell: clkbuf_16
* Commonest flop: dfrtp_1
* CTS Hold Bufs at 0
* Fraction of registers with async set/reset at 100%
* Endpoints left unconstrained at 35
* Warnings from Yosys at 9
* Post-synthesis cell area at 4220 um2
* Yosys chip area at 4220 um2
* Syn avg cell area at 9.54 um2
* Initial core utilization at 31.3%
* Final GP Congestion at 0.824
* Stop err: [error] [KeplerFormal.cpp:679] Workflow failed: Iso has multiple drivers: .GPIO_035, GPIO_0[35]$_DFF_PN0_.Q0
* Top Ports at 60
* Clock buffer count from CTS at 9
* Total setup buffers inserted after CTS at 0
* Ys cells at 442
* Outcome: aborted with a tool error
* Distinct cells, synth at 49
* Row cnt at 42
* Flop and latch count out of synthesis at 77
* H-tree depth at 3
* Last stage: clock tree synthesis
* Pre-CTS setup slack at 2.58 ns
* Clk sinks at 77
[per-stage QoR]
step	hold WS (ns)	std cells	total power, W
3_3_place_gp	0.470	610	0.00101
2_1_floorplan	0.450	449	0.000938
3_5_place_dp	0.482	610	0.00101
[logic make-up after synthesis]
logic type / after synthesis / synth area share (%)
buffers and inverters: 44 / 4.93
flip-flops: 77 / 45.7
XOR/XNOR: 28 / 5.82
other: 1 / 0.0890
multiplexers: 14 / 3.62
AND/OR/NAND/NOR: 203 / 28.0
adder cells (fa/ha/maj): 6 / 1.78
AND-OR/OR-AND: 69 / 10.1
[synth_stat cells (6+ instances only)]
cell type	n	area share, %
nand4_1	16	2.4
inv_1	14	1.2
nor2_1	33	2.9
nor3_1	10	1.2
dfrtp_1	76	45
o21ai_0	12	1.4
xor2_1	9	1.9
buf_4	9	1.6
or4_1	19	3.4
clkbuf_1	12	1.1
xnor2_1	19	3.9
buf_2	7	0.83
ha_1	6	1.8
nand2_1	29	2.6
o31ai_1	18	3.2
and4_1	7	1.5
nand3_1	24	2.8
nor4_1	24	3.6
mux2_2	10	2.7
or3_1	14	2.1
a21oi_1	28	3.3
Power and IR drop assume default switching activity.
